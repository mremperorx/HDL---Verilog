==> /design/flow/design.v <==
module DW03_bictr_dcnto #(parameter WIDTH = 8)
(
		   input [WIDTH-1 : 0] data,
           input [WIDTH-1 : 0] count_to, 
           input up_dn,  
           input load,  
           input cen, 
           input clk,  
           input reset, 
           output reg [WIDTH-1 : 0] count, 
           output tercnt  		   
);  
     always @(posedge(clk) or negedge(reset)) begin
        if(~reset) 
        count <=  1'b0;
		else if(~load) 
        count <=  4'b0000;
        else if (~cen)
        count <= count;
        else if (~up_dn)
		count <= count-1;
		else count <= count+1;
     end  
	  assign tercnt=(count == count_to)?  1'b1:
										  1'b0;
endmodule
==> /design/flow/run.sh <==
#!/bin/bash
# OpenROAD 26Q1-2900-gdf79404cd8, Yosys 0.63+post, stock flow scripts
make -C /OpenROAD-flow-scripts/flow DESIGN_CONFIG=/design/flow/config.mk WORK_HOME=/design/flow/orfs finish
==> /design/flow/config.mk <==
export PLATFORM = sky130hd
export DESIGN_NAME = DW03_bictr_dcnto
export DESIGN_NICKNAME = DW03_bictr_dcnto
export VERILOG_FILES = /design/flow/design.v
export SDC_FILE = /design/flow/constraint.sdc
export NUM_CORES = 4
export LEC_CHECK = 1
export CORE_AREA = 10 10 70 70
export DIE_AREA = 0 0 80 80
==> /design/flow/constraint.sdc <==
current_design DW03_bictr_dcnto

set clk_period 3.6
set clk_io_pct 0.2

create_clock -name clk0 -period $clk_period [get_ports {clk}]

set non_clock_inputs [all_inputs -no_clocks]
set_input_delay [expr $clk_period * $clk_io_pct] -clock clk0 $non_clock_inputs
set_output_delay [expr $clk_period * $clk_io_pct] -clock clk0 [all_outputs]
==> impl_metrics.json <==
{
  "grt_pass1_wl_um": 3194,
  "hold_path_class": "register to register",
  "rsz0062_at_grt": "no",
  "drv_slew": 0,
  "ys_seq_elements": 8,
  "critical_path_required_ns": 3.75,
  "hold_violations": 0,
  "cap_violations": 0,
  "largest_register_ffs": 8,
  "synth-xor-area-share_pct": 12.66,
  "finalCritPeriodShare_pct": 76.81,
  "cts_tree": "built",
  "first_global_vias": 657,
  "clock_latency_ns": 0.26,
  "crit_type": "input pin to register",
  "die_w_um": 80,
  "critPathTopFamily": "buffers and inverters",
  "crit_fanout": 6,
  "syn_avg_cell_area_um2": 9.056,
  "tns_ns": 0,
  "critPathSlowestCell": "clkdlybuf4s50_1",
  "dp_hpwl_um": 1522,
  "cts_buffer_depth": 2,
  "r2r-start": "count[1]$_DFFE_PN0P_",
  "postCtsSetupBuffers": 0,
  "fmax_ghz": 0.3616,
  "most_common_cell": "xnor2_1",
  "grt_util_all_layers_pct": 6.206,
  "top_logic_kind": "simple AND/OR/NAND/NOR gates",
  "fillerInstances": 372,
  "hold_path_end": "count[5]$_DFFE_PN0P_",
  "drt_iter0_drc": 39,
  "core-area_mm2": 0.003416,
  "ys_sh_mux_pct": 4.605,
  "pwr_density_cell_mw_per_mm2": 333.2,
  "vias": 688,
  "gr-total-overflow": 0,
  "r2r-end": "count[7]$_DFFE_PN0P_",
  "crit_path_end_kind": "register",
  "path_cells": "clkdlybuf4s50_1, inv_1, ha_1, nand2_1, nor3_2, mux2_4, and3_1, o21a_1",
  "synthFlopType": "dfrtp_1",
  "top_cell_area_share_pct": 26.32,
  "syn_inst": 84,
  "clk_pin_slew_ns": 0.06,
  "min-delay-start": "count[5]$_DFFE_PN0P_",
  "top_cells_by_area": "dfrtp_1 (26%), xnor2_1 (12%), ha_1 (9.9%)",
  "antenna_found_initial": 0,
  "row_count": 21,
  "fp_util_pct": 22.27,
  "cts_root_buf": "clkbuf_4",
  "io_buffers": 21,
  "dieArea_mm2": 0.006400,
  "clock-skew-final_ns": 0.005933,
  "dr.pass1.iters": 4,
  "wirelength_um": 1857,
  "simple_gate_area_share_pct": 22.86,
  "ys_types": 31,
  "drc_errors": 0,
  "crit_path_start_kind": "input pin",
  "rrSetupSlack_ns": 1.73,
  "drive_above_1_share_pct": 6.604,
  "cts-resized-gates": 0,
  "reg2reg_depth": 6,
  "cts_max_level": 1,
  "status": "finished, final reports clean",
  "area_delta_synth_final_pct": 36.51,
  "max_slew_margin_pct": 62.75,
  "ant_nets": 0,
  "min_period_ns": 2.765,
  "regMostFlops": "count",
  "synthArstFlopShare_pct": 100.0,
  "synth.yosys.seq_area_share_pct": 26.32,
  "gp_congestion": 0.7935,
  "grt_max_degree": 16,
  "fa_ha_area_share_pct": 12.50,
  "cp.buffers_inverters": 2,
  "ir_drop_uv": 124.5,
  "reg_top3": "count (8)",
  "num_antenna_cells": 0,
  "yosys_area_um2": 760.7,
  "netlist_area_um2": 760.7,
  "worst_pin_slew_ns": 0.5570,
  "finalHoldWorstSlack_ns": 0.5780,
  "setup_viol_count_final": 0,
  "io_pins": 30,
  "die_y_um": 80,
  "cts_hold_buf": 0,
  "aoi_share_pct": 17.93,
  "wl_per_cell_um": 12.22,
  "cts_num_sinks": 8,
  "top_cells_by_count": "xnor2_1 (10), dfrtp_1 (8), a21oi_1 (7), ha_1 (6)",
  "crit_arrival_ns": 2.92,
  "ys_warn_count": 1,
  "critPathMaxStageDelay_ns": 0.61,
  "viasPerCell": 4.526,
  "edf_count": 0,
  "ys_cells": 84,
  "warnings": 33,
  "numCtsBuffers": 3,
  "yosys.area.top_type": "dfrtp_1",
  "p_leak_nw": 0.4203,
  "hold_depth": 2
}
==> tightest hold or removal path: stages, from the launching register on <==
cell and delay, ns:
dfrtp_1 0.39, nand2_1 0.07, o211ai_1 0.07
==> placed cells by master, fill, tap and decap left out <==
master and count:
nor3b_1 2, nor2_1 2, o211a_1 1, a21o_2 1, nor3_1 2, a21oi_1 7, xor2_1 1, nand2_1 5
nor3_2 1, mux2_4 1, nand3b_1 2, o21bai_1 2, clkdlybuf4s50_1 21, inv_1 3, o211ai_1 1, nor2b_1 5
clkbuf_4 3, and3b_1 1, mux2i_1 2, xnor2_1 10, and3_1 1, and2_1 1, o21a_1 3, a21o_1 2
ha_1 6, dfrtp_1 8, nand3_1 4, nand4_1 4, fa_1 1, a211oi_2 1, o21ai_0 2
==> cell type report <==
type	instances	area [µm²]	share of cell area (%)
clock buffer	3	22.52	2.169
inverter	3	11.26	1.084
multi-input combinational	71	536.8	51.69
sequential	8	200.2	19.28
tap	46	57.56	5.542
timing repair buffer	21	210.2	20.24
==> worst max path at each step <==
stage,startpoint,end,slack (ns),depth (start not counted)
final,up_dn,count[7]$_DFFE_PN0P_,0.83,8
after global routing,up_dn,count[7]$_DFFE_PN0P_,0.66,8
after CTS,count_to[0],tercnt,0.81,5
==> stage by stage <==
step                cell area, µm²  setup slack [ns]  power (W)  cells  util, %
floorplan                    760.7             1.410  0.0002184     84        -
global placement              1016            0.5788  0.0002777    149    29.74
detailed placement            1016            0.5580  0.0002792    149    29.74
CTS                           1039            0.8146  0.0003528    152    30.40
global route                  1039            0.6601  0.0003793    152    30.40
finish                        1039            0.8348  0.0003461    152    30.40
==> metal layers <==
metal | routed length, µm | vias to the layer above | part of all wire, % | GRT usage [%]
li1 | - | 353 | - | -
met1 | 747 | 315 | 40 | 8.356
met5 | 0 | - | 0 | 0
met2 | 891 | 18 | 48 | 9.149
met3 | 209 | 2 | 11 | 3.068
met4 | 8 | 0 | 0.43 | 0.3521
==> power by group <==
group | internal, W | switching [W] | leakage [nW]
Sequential | 0.000102 | 0.0000167 | 0.106
Clock | 0.0000383 | 0.0000322 | 0.0138
Combinational | 0.0000924 | 0.0000641 | 0.301
==> kinds of logic (layout without fill, tap and decap cells) <==
family,count (synthesis),in the layout
multiplexers,3,3
adder cells (fa/ha/maj),7,7
buffers and inverters,5,27
AND-OR/OR-AND,20,20
AND/OR/NAND/NOR,30,30
XOR/XNOR,11,11
flip-flops,8,8
No activity file was given, so power comes from the tool's default toggle rates.
