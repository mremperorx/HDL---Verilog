==> flow/design.v <==
module fifo 
#(
parameter DATA_WIDTH = 8,						 
parameter ADDR_WIDTH = 4						 
)(
input                          rst_n,			 
input                          clk,				 
input                          push,			 
input                          pop,				 
input      [DATA_WIDTH -1 : 0] data_in,			 
output reg [DATA_WIDTH -1 : 0] data_out,		 
output reg                     empty,
output reg                     full,
output reg [DATA_WIDTH -1 : 0] fifo_counter		 
);
reg [ADDR_WIDTH -1 : 0] tail; 					 
reg [ADDR_WIDTH -1 : 0] head; 					 
reg [DATA_WIDTH -1 : 0] buf_mem[63:0]; 			 
always@(fifo_counter) 
begin
	empty = (fifo_counter == 0 );  				 
	full  = (fifo_counter == 64); 				 
end
always@(posedge clk or posedge rst_n) 
begin
	if (rst_n) 										 
		fifo_counter <= 0; 							 
	else if ((!full && push) && (!empty && pop))	 
		fifo_counter <= fifo_counter;				 
	else if (!full && push) 						 
		fifo_counter <= fifo_counter + 1;			 
	else if (!empty && pop) 						 
		fifo_counter <= fifo_counter - 1;			 
	else
		fifo_counter <= fifo_counter; 				 
end
always@(posedge clk or posedge rst_n) 				 
begin
	if (rst_n)										 
		data_out <= 0; 								 
	else begin
		if (pop && !empty) 							 
			data_out <= buf_mem[tail]; 				
		else
			data_out <= data_out; 					 
	end
end
always@(posedge clk) 
begin
	if (push && !full) 								 
		buf_mem[head] <= data_in; 
	else
		buf_mem[head] <= buf_mem[head]; 
end
always@(posedge clk or posedge rst_n)
begin
	if(rst_n)										 
		begin
			head <= 0; 								 
			tail <= 0; 
		end
	else
		begin
			if(!full && push) 						 
				head <= head + 1; 					 
			else
				head <= head;						 
			if(!empty && pop) 						 
				tail <= tail + 1; 					 
			else
				tail <= tail;						 
		end
end
endmodule
==> flow/run.sh <==
#!/bin/bash
# OpenROAD 26Q1-2900-gdf79404cd8, Yosys 0.63+post, stock flow scripts
make -C /OpenROAD-flow-scripts/flow DESIGN_CONFIG=/design/flow/config.mk WORK_HOME=/design/flow/orfs finish
==> flow/config.mk <==
export PLATFORM = sky130hd
export DESIGN_NAME = fifo
export DESIGN_NICKNAME = fifo
export VERILOG_FILES = /design/flow/design.v
export SDC_FILE = /design/flow/constraint.sdc
export NUM_CORES = 4
export LEC_CHECK = 1
export CORE_UTILIZATION = 40
==> flow/constraint.sdc <==
current_design fifo

set clk_period 6.3
set clk_io_pct 0.2

create_clock -name clk0 -period $clk_period [get_ports {clk}]

set non_clock_inputs [all_inputs -no_clocks]
set_input_delay [expr $clk_period * $clk_io_pct] -clock clk0 $non_clock_inputs
set_output_delay [expr $clk_period * $clk_io_pct] -clock clk0 [all_outputs]
==> reports/notes.md <==
- **worst ir drop on vdd** 0.434 mV
- **min cycle time layout** 4010 ps
- **Antenna Nets Post-Route** 0
- **Chip Area, Yosys** 7330 um^2
- **post-layout worst setup margin** 2290 ps
- **number of placed I/O pins** 30
- **proportion of power drawn by combinational gates** 41.5%
- **via/cell ratio** 6.15
- **startpoint kind of the worst setup timing path** primary input
- **yosys warns** 1
- **#FFs+latches synth** 152
- **wire length of the first global-routing pass** 30600 um
- **post-detailed-route DRC marker count** 0
- **outcome** finished, final reports clean
- **leakage dissipation** 3.00 nW
- **proportion of total power due to net switching** 35.1%
- **power share of the sequential group** 34.4%
- **combined area of all synthesized cells** 7330 um^2
- **HPWL reported at the end of detailed placement** 13000 um
- **Resized cells post-CTS** 0
- **final max-slew violation count** 0
- **Log Warnings** 26
- **pre-CTS setup slack** 1900 ps
- **post-CTS clock slew at the launch and capture registers of the worst setup and hold paths** 60 ps
- **clock network fraction of total power** 24.1%
- **Post-synth top flop** sky130_fd_sc_hd__edfxtp_1
- **Final setup viols** 0
- **CP endpoint kind** register
- **die width** 137 um
- **Setup Fix Bufs, Post-CTS** 0
- **final hold viol count** 0
- **number of iterations in the first detailed-routing pass** 5
- **area of the core** 18000 um^2
- **slew at the pin closest to its max-slew limit** 934 ps
- **combined buffer and inverter count along the critical path** 3
- **number of cells traversed by the worst register-to-register path** 10
- **DP Cell Count** 750
- **number of clock buffers inserted by TritonCTS** 17
- **standard-cell row count** 49
- **Post-Synthesis Cells** 492
- **Congestion Overflow GR** 0
- **CP Data Arrival Time** 4320 ps
- **maximum clock frequency** 249 MHz
- **pin count of the biggest net entering global routing** 52
- **weighted congestion reported at the end of routability-driven placement** 0.928
- **total global routing track utilization** 24.6%
- **number of non-filler instances in the completed layout** 782
- **average cell area after synthesis** 14.9 um^2
- **count of flip-flops with a built-in enable after synthesis** 128
- **async set-reset flop share out of synthesis** 15.8%
- **logic depth of the worst setup path including buffers** 10
- **number of clock sinks** 152
- **Die Area** 18900 um^2
- **Routed wire per std cell** 25.7 um
- **Worst path max stage delay** 580 ps
- **cell internal pwr** 0.00309 W
- **highest-delay cell along the critical path** sky130_fd_sc_hd__o21a_1
- **critical path, cell by cell** clkdlybuf4s50_1 > o21a_1 > inv_1 > buf_4 > ha_1 > a21o_2 > a21oi_1 > o21ai_0 > xor2_1 > mux2_2
- **PD cells** 546 nW/um^2
- **worst reg-to-reg setup slack** 2620 ps
- **effective utilization at floorplan** 40.8%
- **die extent in y** 137 um
- **quantity of I/O buffers inserted on ports** 29
- **highest fanout seen on the critical path** 16
- **buffer type at the clock tree root** sky130_fd_sc_hd__clkbuf_16
- **critical path's top delay family** AND-OR/OR-AND gates
- **diodes inserted** 0
- **buffer levels on the longest clock path** 2
- **worst max-slew margin expressed relative to the limit** 37.8%
- **# fillers** 1481
- **CTS H-Tree Depth** 4
- **sum of negative setup slack** 0 ps
- **count of hold-fix buffers inserted at cts** 0
- **CP required** 6600 ps
- **critical path class** in -> reg
- **setup repair after global routing missed its margin** no
- **post-route fraction of the period consumed by the critical path** 63.7%
- **path category of the worst min-delay check** reg -> reg
- **number of antenna violations at the first check in global routing** 0
- **number of cell instances after yosys synthesis** 492
- **Seq share, synth** 60.6%
- **vias after detailed routing** 4809
- **clock tree from TritonCTS** built
- **final hold slack** 489 ps
- **switching power** 0.00167 W
- **area growth from synthesis to layout** 18.8%
- **setup skew after layout** 7.75 ps
- **max-cap check violation count** 0
- **fraction of final layout cells sized beyond drive strength 1** 22.4%
- **number of global-route vias before repair** 5116
- **violation count after the first detailed-route iteration** 338
- **detailed-route wire length** 20100 um
- **number of distinct library cells after synthesis** 50
- **clock latency on the worst-skew pair** 420 ps
- **number of instances on the worst hold path** 2
==> state kept, by name, summed over array words and instances, names as in the netlist <==
register and cells:
head 4, tail 4, fifo_counter 8, buf_mem 128
data_out 8
==> power by group through the flow <==
stage / sequential [W] / combinational [W] / clock, W
final: 0.00164 / 0.00198 / 0.00115
after CTS: 0.00164 / 0.00197 / 0.00116
after global routing: 0.00167 / 0.00214 / 0.00119
==> worst paths after layout <==
kind                                        startpoint                          end
setup / recovery                                  push  fifo_counter[5]$_DFFE_PP0P_
hold / removal                 data_out[4]$_DFFE_PP0P_      data_out[4]$_DFFE_PP0P_
setup reg to reg           fifo_counter[2]$_DFFE_PP0P_  fifo_counter[5]$_DFFE_PP0P_
hold reg to reg                data_out[4]$_DFFE_PP0P_      data_out[4]$_DFFE_PP0P_
max in group asynchronous                        rst_n          tail[0]$_DFFE_PP0P_
min in group asynchronous                        rst_n          head[0]$_DFFE_PP0P_
==> cells in the final DEF, fill, tap and decap left out, drive strengths merged, types with 15 or more instances in the layout <==
| cell type | Yosys | layout |
|---|---|---|
| clkdlybuf4s50 | 0 | 29 |
| dfrtp | 24 | 24 |
| nand2 | 31 | 31 |
| a22oi | 15 | 15 |
| mux2 | 16 | 16 |
| edfxtp | 128 | 128 |
| nor2 | 28 | 28 |
| mux2i | 33 | 33 |
| mux4 | 36 | 36 |
| buf | 13 | 34 |
| o21ai | 15 | 15 |
| clkbuf | 21 | 19 |
| a21oi | 15 | 15 |
==> layout make-up <==
type	count	area, um^2	area share [%]
multi-input combinational	299	2740	31.4
inverter	7	26.3	0.302
clock inverter	13	226	2.60
clock buffer	19	443	5.08
sequential	152	4450	51.0
timing repair buffer	63	546	6.26
tap	229	287	3.29
==> synthesized netlist by cell type, types with 2 or more instances <==
| cell type | instances | area share (%) |
|---|---|---|
| sky130_fd_sc_hd__clkinv_1 | 2 | 0.10 |
| sky130_fd_sc_hd__nand2b_1 | 3 | 0.26 |
| sky130_fd_sc_hd__and2_1 | 2 | 0.17 |
| sky130_fd_sc_hd__edfxtp_1 | 128 | 52 |
| sky130_fd_sc_hd__o21a_1 | 3 | 0.31 |
| sky130_fd_sc_hd__o221ai_1 | 10 | 1.2 |
| sky130_fd_sc_hd__mux2i_1 | 33 | 4.5 |
| sky130_fd_sc_hd__a22oi_1 | 15 | 1.5 |
| sky130_fd_sc_hd__a21oi_1 | 15 | 1.0 |
| sky130_fd_sc_hd__buf_1 | 13 | 0.67 |
| sky130_fd_sc_hd__mux4_2 | 36 | 11 |
| sky130_fd_sc_hd__inv_1 | 5 | 0.26 |
| sky130_fd_sc_hd__o31ai_1 | 2 | 0.20 |
| sky130_fd_sc_hd__a221oi_1 | 11 | 1.3 |
| sky130_fd_sc_hd__or4_1 | 2 | 0.20 |
| sky130_fd_sc_hd__a221o_1 | 3 | 0.41 |
| sky130_fd_sc_hd__dfrtp_1 | 24 | 8.2 |
| sky130_fd_sc_hd__mux2_2 | 16 | 2.5 |
| sky130_fd_sc_hd__xor2_1 | 3 | 0.36 |
| sky130_fd_sc_hd__nor3_1 | 9 | 0.61 |
| sky130_fd_sc_hd__clkbuf_1 | 20 | 1.0 |
| sky130_fd_sc_hd__nor2b_1 | 7 | 0.60 |
| sky130_fd_sc_hd__nand3_1 | 2 | 0.14 |
| sky130_fd_sc_hd__a31oi_1 | 5 | 0.43 |
| sky130_fd_sc_hd__o2111ai_1 | 2 | 0.24 |
| sky130_fd_sc_hd__ha_1 | 10 | 1.7 |
| sky130_fd_sc_hd__o21ai_0 | 15 | 1.0 |
| sky130_fd_sc_hd__xnor2_1 | 9 | 1.1 |
| sky130_fd_sc_hd__a22o_1 | 5 | 0.60 |
| sky130_fd_sc_hd__nand2_1 | 31 | 1.6 |
| sky130_fd_sc_hd__nor3b_1 | 2 | 0.20 |
| sky130_fd_sc_hd__o22ai_1 | 4 | 0.34 |
| sky130_fd_sc_hd__nor2_1 | 28 | 1.4 |
==> stage by stage <==
stage               util (%)  total power [W]  instance area, um^2
finish                  48.5          0.00476                 8710
global route            48.5          0.00500                 8710
CTS                     48.5          0.00476                 8710
detailed placement      44.8          0.00361                 8040
global placement        44.8          0.00360                 8040
floorplan                  -          0.00290                 7330
==> worst min-delay path, stage by stage, from the launching register on <==
cell and delay, ps:
sky130_fd_sc_hd__dfrtp_1 340, sky130_fd_sc_hd__nand2_1 50, sky130_fd_sc_hd__o221ai_1 60
==> cell families after synthesis <==
family / after synthesis / synth area share [%]
flops: 152 / 60.6
compound gates: 100 / 10.1
simple gates: 91 / 5.75
mux: 85 / 18.0
buf+inv: 41 / 2.12
xor+xnor: 12 / 1.43
fa+ha+maj: 11 / 1.98
==> layer usage <==
metal	GRT usage, %	vias to the layer above	wire length [um]
met1	32.2	2359	7170
met2	35.1	338	9120
met3	16.6	35	3190
met4	6.11	0	607
li1	-	2077	-
met5	0	-	0
No activity file was given, so power comes from the tool's default toggle rates.
